==> design/flow/config.mk <==
export PLATFORM = sky130hd
export DESIGN_NAME = IOSPIOutputController
export DESIGN_NICKNAME = IOSPIOutputController
export VERILOG_FILES = /design/flow/design.v
export SDC_FILE = /design/flow/constraint.sdc
export NUM_CORES = 4
export LEC_CHECK = 1
export CORE_UTILIZATION = 40
==> design/flow/constraint.sdc <==
current_design IOSPIOutputController

set clk_period 4.1
set clk_io_pct 0.2

create_clock -name clk0 -period $clk_period [get_ports {clk_in}]

set non_clock_inputs [all_inputs -no_clocks]
set_input_delay [expr $clk_period * $clk_io_pct] -clock clk0 $non_clock_inputs
set_output_delay [expr $clk_period * $clk_io_pct] -clock clk0 [all_outputs]
==> design/flow/design.v <==
module IOSPIOutputController(clk_in, n_reset, divisor, tx_go, tx_done,
							 spi_n_ss_core, spi_n_ss_intf,
						     tx_buffer, rx_buffer);
	input				clk_in;
	input				n_reset;
	output reg	[11:0]	divisor;
	output reg			tx_go;
	input				tx_done;
	output reg			spi_n_ss_core;
	output reg			spi_n_ss_intf;
	output reg	[7:0]	tx_buffer;
	input		[7:0]	rx_buffer;
	reg			[3:0]	state;
	reg			[3:0]	next_state;
	reg			[12:0]	next_channel;
	reg			[32:0]	startup_delay;
	reg			[7:0]	data_to_output;
	initial begin
		next_channel	<= 8'b00000000;
		tx_go			<= 1'b0;
		state			<= 4'b0000;
		divisor			<= 12'b000000101000;
		spi_n_ss_core	<= 1'b1;
		spi_n_ss_intf	<= 1'b1;
		startup_delay   <= 1'b0;
	end
	always @ (negedge clk_in) begin
		if(n_reset == 1'b0) begin
			tx_go			<= 1'b0;
			next_channel	<= 8'b00000000;
			state 			<= 4'b0000;
			divisor			<= 12'b000000101000;
			spi_n_ss_core	<= 1'b1;
			spi_n_ss_intf	<= 1'b1;
			startup_delay   <= 1'b0;
		end
		case (state)
			4'b0000: begin
				divisor		  <= 12'b000000101000;
				spi_n_ss_core <= 1'b1;
				next_channel  <= 1'b1;
				startup_delay <= startup_delay + 32'd1;
				if(startup_delay > 32'd148) begin
					spi_n_ss_intf <= 1'b0;
				end else begin
					spi_n_ss_intf <= 1'b1;
				end
				if(startup_delay == 32'd150) begin
					state <= 4'b0010;
				end
			end
			4'b0001: begin
				tx_buffer[6:0] 	<= data_to_output[7:1];
				tx_buffer[7]	<= 1'b1;
				next_channel 	<= next_channel + 1;
				tx_go		 	<= 1'b1;
				if(next_channel + 1 < 480) begin
					next_state		<= 4'b1000;
				end else begin
					next_state		<= 4'b0010;
					next_channel	<= 1'b0;
				end
				state		 <= 4'b1111;
			end
			4'b0010: begin
				next_channel <= next_channel + 1;
				tx_buffer <= 8'b00000000;
				tx_go     <= 1'b1;
				state	  <= 4'b0011;
			end
			4'b0011: begin
				if(tx_done == 1'b1) begin
					tx_go <= 1'b0;
					if(next_channel < 5) begin
						state <= 4'b0010;
					end else begin
						next_channel <= 0;
						state <= 4'b0100;
					end
				end
			end
			4'b0100: begin
				spi_n_ss_intf     <= 1'b1;
				next_channel      <= next_channel + 1;
				if(next_channel > 4000) begin
					next_channel  <= 0;
					divisor		  <= 12'b000000000001;
					spi_n_ss_core <= 1'b0;
					state 		  <= 4'b0101;
				end
			end
			4'b0101: begin
				tx_buffer	<= 8'b00000111;
				tx_go		<= 1'b1;
				next_state	<= 4'b0110;
				state		<= 4'b1111;
			end
			4'b0110: begin
				tx_buffer	<= 8'b00000000;
				tx_go		<= 1'b1;
				next_state	<= 4'b0111;
				state		<= 4'b1111;
			end
			4'b0111: begin
				spi_n_ss_core 	<= 1'b1;
				state		  	<= 4'b1000;
			end
			4'b1000: begin
				spi_n_ss_intf	<= 1'b1;
				state			<= 4'b1001;
			end
			4'b1001: begin
				tx_buffer		<= 8'b00000100;
				spi_n_ss_core 	<= 1'b0;
				tx_go			<= 1'b1;
				divisor			<= 12'b000000000001;
				next_state		<= 4'b1010;
				state			<= 4'b1111;
			end
			4'b1010: begin
				tx_buffer	<= 8'b00000000;
				tx_go		<= 1'b1;
				next_state	<= 4'b1011;
				state		<= 4'b1111;
			end
			4'b1011: begin
				data_to_output	<= rx_buffer;
				divisor			<= 12'b000000101000;
				spi_n_ss_core	<= 1'b1;
				spi_n_ss_intf	<= 1'b0;
				state			<= 4'b0001;
			end
			4'b1111: begin
				if(tx_go == 1'b1) begin
					if(tx_done == 1'b1) begin
						tx_go <= 1'b0;
					end
				end else begin
					if(tx_done == 1'b0) begin
						state 		<= next_state;
						next_state	<= 2'b00;
					end
				end
			end
		endcase
	end
endmodule
==> design/flow/run.sh <==
#!/bin/bash
# OpenROAD 26Q1-2900-gdf79404cd8, Yosys 0.63+post, stock flow scripts
make -C /OpenROAD-flow-scripts/flow DESIGN_CONFIG=/design/flow/config.mk WORK_HOME=/design/flow/orfs finish
==> flow_summary.json <==
{
  "power.density_mw_per_mm2": 611,
  "drt_iter0_markers": 203,
  "clock-sinks": 84,
  "ios": 34,
  "drive_gt1_share_pct": 11.0,
  "synth_cell_types": 58,
  "numCtsBuffers": 9,
  "die_x_um": 108,
  "dpl.hpwl_mm": 6.39,
  "antenna_found_initial": 0,
  "run_status": "finished clean",
  "instances_no_fill": 729,
  "finish.instance_area_mm2": 0.00557,
  "routed_wl_mm": 9.69,
  "area_delta_synth_final_pct": 24.4,
  "critPathBufInv": 1,
  "skew_ps": 25.6,
  "crit_chain": "clkdlybuf4s50_1",
  "synth.avg_cell_area_um2": 9.67,
  "numPlacedInstances": 629,
  "die_h_um": 108,
  "warnings": 113,
  "dr.pass1.iters": 5,
  "crit_arrival_ps": 3230,
  "grt_remaining_overflow": 0,
  "ff_type": "edfxtp_1",
  "worst_pin_slew_ps": 809,
  "critPathRequiredTime_ps": 3280,
  "cp-end-kind": "output pin",
  "dieArea_mm2": 0.0116,
  "syn-instance-count": 463,
  "root_buffer": "clkbuf_8",
  "viasPerCell": 5.14,
  "clk_latency_ps": 410,
  "cts_tree": "built",
  "vias": 3746,
  "n_antenna_cell": 0,
  "grt_max_degree": 28,
  "yosys_cells": 463,
  "critPathKind": "flip-flop to output pin",
  "core_area_mm2": 0.0109,
  "finalHoldViolCount": 0,
  "ys_chip_area_mm2": 0.00448,
  "maxCapViolCount": 0,
  "clockBufferDepth": 2,
  "setup_viol": 0,
  "cp_max_fo": 2,
  "netlist_area_mm2": 0.00448,
  "peakVddDrop_mv": 0.268,
  "grt_pass1_wl_mm": 16.1,
  "route.detailed.drc": 0,
  "crit_path_start_kind": "flip-flop",
  "cp_top_family": "buffers and inverters",
  "port_buffers": 32,
  "power_mw": 3.40,
  "fp_util_pct": 41.1,
  "max_stage_delay_ps": 460,
  "placed_cell_area_mm2": 0.00499,
  "p_leak_nw": 2.38,
  "ant_nets": 0,
  "avgRoutedWirePerCell_um": 13.3,
  "async_flop_share_pct": 0,
  "clk_pin_slew_worst_paths_ps": 40,
  "cpMaxStageDelayCell": "clkdlybuf4s50_1",
  "yosysWarnings": 1,
  "fillers": 980,
  "gr-usage-all-layers_pct": 18.4,
  "gp_congestion": 0.876,
  "hold_path.class": "flip-flop to flip-flop",
  "yosys.stat.seqShare_pct": 49.4,
  "grt_pass1_vias": 3546,
  "max-slew-margin-rel_pct": 46.0,
  "placementRows": 38,
  "slew_viol_final": 0,
  "h-tree-depth": 3,
  "edf_count": 53,
  "ys_ff": 84
}
==> sequential cells by signal (all words and copies together), names as in the netlist <==
register	count
spi_n_ss_intf	1
state	4
next_state	4
next_channel	13
tx_go	1
data_to_output	7
divisor	12
spi_n_ss_core	1
startup_delay	33
tx_buffer	8
==> final cells by class <==
class	count	area [um^2]	share of cell area (%)
Clock inverter	91	404	7.26
Inverter	11	41.3	0.741
Tap cell	140	175	3.15
Sequential cell	84	2230	40.0
Timing Repair Buffer	48	479	8.60
Multi-Input combinational cell	346	2120	38.0
Clock buffer	9	124	2.22
==> kinds of logic (layout without fill, tap and decap cells) <==
group | Yosys count | count (layout) | synth area share [%]
AND-OR/OR-AND | 93 | 93 | 13.3
adder cells (fa/ha/maj) | 5 | 5 | 1.40
XOR/XNOR | 26 | 26 | 5.09
buffers and inverters | 33 | 159 | 3.49
AND/OR/NAND/NOR | 221 | 221 | 27.1
flip-flops | 84 | 84 | 49.4
multiplexers | 1 | 1 | 0.251
==> final timing paths <==
path                      startpoint  slack [ps]  cells past startpoint                      end
max              divisor[10]$_DFF_N_          50                      1              divisor[10]
min               divisor[8]$_DFF_N_         440                      1       divisor[8]$_DFF_N_
max reg2reg  next_channel[2]$_DFF_N_        1560                      6  next_state[1]$_DFFE_NP_
min reg2reg       divisor[8]$_DFF_N_         440                      1       divisor[8]$_DFF_N_
==> per-layer routing <==
| metal | GRT usage (%) | part of all wire, % | vias to the layer above |
|---|---|---|---|
| li1 | - | - | 1942 |
| met1 | 29.3 | 48 | 1669 |
| met2 | 24.1 | 43 | 121 |
| met3 | 6.85 | 6.8 | 14 |
| met4 | 5.87 | 1.7 | 0 |
| met5 | 0 | 0 | - |
==> placed cells by master (no fill, tap or decap), types with 14 or more instances in the layout <==
master and instances:
dfxtp_1 19, and2_1 22, inv_1 96, nand2_1 28
edfxtp_1 53, nand4_1 14, a21oi_1 21, xor2_1 17
nor3_1 15, o21ai_0 28, clkdlybuf4s50_1 20, nor2_1 56
buf_4 15, nand3_1 24
==> stage by stage <==
stage | setup WS [ps] | utilization [%] | setup TNS, ps | hold slack (ps)
after floorplan | 164 | - | 0 | 406
after global placement | -445 | 45.8 | -7860 | 443
after detailed placement | -419 | 45.8 | -7570 | 447
after CTS | 4.24 | 50.7 | 0 | 455
after global routing | -1.04 | 51.1 | -1.04 | 461
final | 52.8 | 51.1 | 0 | 444
==> power breakdown <==
group	leakage, nW	total [mW]	internal [mW]	switching, mW
sequential	0.787	1.37	1.18	0.194
combinational	1.04	1.07	0.474	0.596
clock	0.554	0.960	0.446	0.514
==> repair_timing <==
action | in CTS | in global routing
endpoints found under the setup margin | 11 | 21
pin swaps | 0 | 1
hold buffers | 0 | 0
gates resized | 4 | 21
setup buffers | 0 | 1
==> synth_stat cells (2+ instances only) <==
master / number / area share [%]
nand4_1: 14 / 2.0
a22oi_1: 2 / 0.34
inv_1: 12 / 1.0
or3_1: 10 / 1.4
and2_1: 22 / 3.1
and3_1: 7 / 0.98
and4_1: 5 / 0.98
buf_6: 4 / 1.0
buf_2: 2 / 0.22
a22o_1: 2 / 0.39
o21ai_1: 8 / 0.89
xnor2_1: 9 / 1.8
ha_1: 5 / 1.4
o22ai_1: 3 / 0.42
edfxtp_1: 53 / 36
nor2_1: 56 / 4.7
o211ai_1: 4 / 0.67
nand2_1: 29 / 2.4
nand2b_1: 7 / 0.98
nor4_2: 2 / 0.56
nand3_1: 24 / 2.7
nor3b_2: 7 / 2.0
o21ai_0: 28 / 3.1
or2_1: 2 / 0.28
clkbuf_1: 14 / 1.2
dfxtp_1: 31 / 14
nor2b_1: 4 / 0.56
nor3b_1: 2 / 0.34
nor3_1: 15 / 1.7
xor2_1: 17 / 3.3
a21o_1: 10 / 1.7
a21oi_1: 21 / 2.3
nor4_1: 7 / 0.98
Power is estimated from default activity; no workload was simulated.
