`flow/run.sh`:
```
#!/bin/bash
# OpenROAD 26Q1-2900-gdf79404cd8, Yosys 0.63+post, stock flow scripts
make -C /OpenROAD-flow-scripts/flow DESIGN_CONFIG=/design/flow/config.mk WORK_HOME=/design/flow/orfs finish
```
`flow/config.mk`:
```
export PLATFORM = sky130hd
export DESIGN_NAME = Mux14
export DESIGN_NICKNAME = Mux14
export VERILOG_FILES = /design/flow/design.v
export SDC_FILE = /design/flow/constraint.sdc
export NUM_CORES = 4
export LEC_CHECK = 1
export CORE_AREA = 10 10 70 70
export DIE_AREA = 0 0 80 80
```
`flow/constraint.sdc`:
```
current_design Mux14

set clk_period 1.0
set clk_io_pct 0.2

create_clock -name clk0 -period $clk_period

set non_clock_inputs [all_inputs -no_clocks]
set_input_delay [expr $clk_period * $clk_io_pct] -clock clk0 $non_clock_inputs
set_output_delay [expr $clk_period * $clk_io_pct] -clock clk0 [all_outputs]
```
`flow/design.v`:
```
module Mux14	#(parameter BUS_WIDTH=8, UNSEL_LVL=1'b0)
				 (clk, ctl, in, out_a, out_b, out_c, out_d);
	input		[BUS_WIDTH-1:0]	in;
	input						clk;
	input		[1:0]			ctl;
	output reg	[BUS_WIDTH-1:0]	out_a;
	output reg	[BUS_WIDTH-1:0]	out_b;
	output reg	[BUS_WIDTH-1:0]	out_c;
	output reg	[BUS_WIDTH-1:0]	out_d;
	always @ (in, ctl) begin
		case (ctl)
			2'b00: begin
				out_a <= in;
				out_b <= UNSEL_LVL;
				out_c <= UNSEL_LVL;
				out_d <= UNSEL_LVL;
			end
			2'b01: begin
				out_a <= UNSEL_LVL;
				out_b <= in;
				out_c <= UNSEL_LVL;
				out_d <= UNSEL_LVL;
			end
			2'b10: begin
				out_a <= UNSEL_LVL;
				out_b <= UNSEL_LVL;
				out_c <= in;
				out_d <= UNSEL_LVL;
			end
			2'b11: begin
				out_a <= UNSEL_LVL;
				out_b <= UNSEL_LVL;
				out_c <= UNSEL_LVL;
				out_d <= in;
			end
		endcase
	end
endmodule
```
==> flow_metrics.rpt <==
IMPLEMENTATION SUMMARY REPORT
----------------------------------------------------
[Critical path]
  CP max stage delay ........................ 0.18 ns
  Worst Setup Path Type ........................ in -> out
  Number of buffers and inverters on the critical path ........................ 4
  Required time reported for the critical path endpoint ........................ 0.80 ns
  Arr. time, crit path ........................ 0.86 ns
  Top cell family by delay on the critical path ........................ buffers and inverters
  Worst setup EP type ........................ output pin
  Maximum fanout along the worst path ........................ 10
  Most frequent cell on the critical path ........................ buf_12
  Slowest stage cell, crit path ........................ and3b_2
  Path length in cells of the critical path ........................ 5
  Startpoint type of the worst setup path ........................ input port
  Cell-by-cell listing of the critical path ........................ buf_12 > buf_12 > buf_16 > and3b_2 > buf_2

[Global routing]
  Total overflow reported by the global router ........................ 0
  Wire length of the first global-routing pass ........................ ~3.3 mm
  Largest net degree at the start of global routing ........................ 8
  Global-route usage over all layers ........................ under 10%
  Antenna violations before repair ........................ 0
  Via count of the first global-routing pass ........................ 571

[Place]
  Sum of net half-perimeters after detailed placement ........................ 1.28 mm
  Port-buffer cells ........................ 42
  Placement Cell Area ........................ 793 µm²
  Routability-driven placement congestion ratio ........................ just over 0.7

[Routing]
  Wire length after detailed routing ........................ approximately 2.1 mm
  Iteration-0 DRC Markers ........................ 10
  Post-detailed-route DRC marker count ........................ 0
  Mean routed wirelength per cell ........................ about 15 µm
  Count of vias placed by the detailed router ........................ 535
  DRT Pass-1 Iters ........................ 2
  Number of nets with antenna violations after routing ........................ 0
  Ant. Diodes ........................ 0
  Routed vias/inst ........................ approximately 3.7

[Cells and area]
  Count of sequential standard cells ........................ 0
  Flip-flop and latch area ........................ 0 µm²
  Number of clock buffers in the layout ........................ 0
  Share of final-layout standard cells stronger than drive strength 1 ........................ 80.6%
  Synth-to-layout area growth ........................ 243%
  Final Cell Area ........................ between 1000 and 1500 µm²

[Timing]
  Final Hold Violating Endpoints ........................ 0
  Worst Max-Slew Pin Slew ........................ 0.127 ns
  Final worst path period need ........................ around 1.1 ns
  RSZ-0062 raised after global routing ........................ yes
  Count of pins over their slew limit ........................ 0
  Top achievable clock speed ........................ 0.940 GHz
  Worst Hold Margin ........................ ~0.73 ns
  Period utilisation layout ........................ 106%
  Setup WS post-layout ........................ -0.0635 ns
  Number of setup violations in the final report ........................ 26
  Final TNS setup ........................ -0.957 ns
  Slew headroom ........................ between 90% and 100%

[Logic synthesis]
  YS chip area ........................ approximately 320 µm²
  Ys Warns ........................ 1
  Yosys adder share ........................ 0%
  Top cells by area, synth ........................ and3b_1 (38%), buf_6 (21%), nor3b_1 (19%)
  Largest area contributor in the synthesized netlist ........................ and3b_1
  Mux frac, synth ........................ 0%
  Simple-gate share of the synthesized area ........................ approximately four fifths
  Mapped Area ........................ roughly 320 µm²
  Ao+oa area frac ........................ 0%
  Cells in synth_stat.txt ........................ 38
  Distinct cell type count of the synthesized netlist ........................ 5
  Instance tally after logic synthesis ........................ 38
  Mean instance size in the synthesized netlist ........................ around 8.4 µm²
  Main logic family ........................ simple AND/OR/NAND/NOR gates
  Register area share after synthesis ........................ 0%
  Dominant cell area share ........................ 38.3%
  Xor+xnor area frac ........................ 0%

[Worst hold path]
  Hold path depth ........................ 3
  Startpoint of the most critical hold path ........................ in[2]
  Destination of the worst hold path ........................ out_a[2]
  Path class of the lowest-slack min-delay path ........................ in -> out

[Die]
  I/O pin cnt ........................ between 40 and 50
  Area of the core ........................ 3420 µm²
  Initial core utilization ........................ under 10%
  Floorplan die width ........................ 80 µm
  Std-Cell Rows ........................ 21
  Die height ........................ around 80 µm
  Die Outline Area ........................ ~6400 µm²

[Clocking]
  Hold bufs inserted after CTS ........................ 0

[Run status]
  Violated checks ........................ negative setup slack
  Status ........................ finished with violations

[Power and ir drop]
  Leak pwr ........................ between 0.5 and 0.6 nW
  Worst vdd ir ........................ between 100 and 150 µV
  Cell area power density ........................ about 350 nW/µm²

[Job]
  Number of warnings in the stage logs ........................ 35
  Max cap viols ........................ 0

----------------------------------------------------
## worst max path at each step
stage	from	to	slack [ns]
4_1_cts	ctl[1]	out_a[0]	-0.08
6_report	ctl[1]	out_c[0]	-0.06
5_1_grt	ctl[0]	out_a[6]	-0.11
## cell type report
type / instances / area (µm²)
fill: 359 / 2320
timing repair buffer: 66 / 707
multi-input combinational: 32 / 334
tap: 46 / 57.6
## routing by layer
metal / part of all wire [%] / GRT usage [%]
met1: 40 / 7.58
met2: 51 / 11.8
met3: 9.4 / 2.16
met4: 0 / 0
met5: 0 / 0
## through the flow
step	setup WS (ns)	utilization (%)	cells	power [mW]
after floorplan	0.333	-	38	0.0748
final	-0.0635	32.2	144	0.386
after detailed placement	-0.763	23.2	125	0.242
after global routing	-0.113	32.2	144	0.418
after global placement	-0.757	23.2	125	0.239
after CTS	-0.0809	30.5	143	0.370
## cells by family (layout without fill, tap and decap cells)
logic type / Yosys count / count (layout)
and+or+nand+nor: 32 / 32
buffers and inverters: 6 / 66
## cells in the mapped netlist
master,instances
and3b_2,2
buf_6,6
and3b_1,14
and3_1,8
nor3b_1,8
## worst min-delay path, stage by stage
cell      delay, ns
clkbuf_2       0.09
nor3b_2        0.14
buf_2          0.10
## placed cells by master, fill, tap and decap left out
cell type and count:
and3_1 1, and3_4 7, and3b_1 14, and3b_2 2, buf_12 5, buf_16 6, buf_2 25, buf_4 4
buf_6 15, buf_8 3, clkbuf_2 2, clkdlybuf4s15_1 4, clkdlybuf4s15_2 2, nor3b_2 7, nor3b_4 1
## timing repair
item	4_1_cts	5_1_grt
buffers inserted	12	2
endpoints found under the setup margin	32	23
cloned	6	0
pin swaps	16	6
resized	167	11
## power by group
part	leakage, nW	internal [mW]	switching [mW]
registers	0	0	0
logic	0.595	0.270	0.116
clock network	0	0	0
total	0.595	0.270	0.116
Power is estimated from default activity; no workload was simulated.
