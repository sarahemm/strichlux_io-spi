**./design.v**
```verilog
module ClockDivider #(parameter DIVISOR_WIDTH=32)
					 (clk_in, clken_out, clk_divisor);
	input						clk_in;
	output reg 					clken_out;
	input	[DIVISOR_WIDTH-1:0] clk_divisor;
	reg 	[DIVISOR_WIDTH-1:0]	clk_accumulator;
	initial begin
		clk_accumulator <= 1'b0;
	end
	always @(negedge clk_in) begin
		clk_accumulator <= clk_accumulator + 1'b1;
		if(clk_accumulator > clk_divisor) clk_accumulator <= 1'b0;
		if(clk_accumulator == clk_divisor) begin
			clken_out <= 1'b1;
			clk_accumulator <= 1'b0;
		end else begin
			clken_out <= 1'b0;
		end
	end
endmodule
module IOSPITXInterface(clk_in, n_reset, divisor, tx_go, tx_done,
						spi_sclk, spi_miso, spi_mosi,
						tx_buffer, rx_buffer);
	input				clk_in;
	input				n_reset;
	input		[11:0]	divisor;
	input				tx_go;
	output reg			tx_done;
	output reg			spi_sclk;
	input				spi_miso;
	output reg			spi_mosi;
	output reg	[7:0]	rx_buffer;
	input		[7:0]	tx_buffer;
	reg			[3:0]	bit_nbr;
	wire				spi_sclk_en;
	ClockDivider #(12) spi_clkdiv(clk_in, spi_sclk_en, divisor);
	initial begin
		tx_done			<= 1'b0;
		bit_nbr			<= 1'b0;
		spi_mosi		<= 1'b0;
		spi_sclk		<= 1'b0;
	end
	always @ (posedge clk_in) begin
		if(n_reset == 1'b0) begin
			tx_done			<= 1'b0;
			bit_nbr			<= 1'b0;
			spi_mosi		<= 1'b0;
			spi_sclk		<= 1'b0;
		end
		if(!tx_go) spi_sclk <= 1'b0;
		if(tx_done && !tx_go) tx_done <= 1'b0;
		if(tx_go && !tx_done) begin
			if(spi_sclk_en) begin
				if(!spi_sclk && bit_nbr > 0) begin
					spi_sclk	<= 1'b1;
					rx_buffer[8-bit_nbr] <= spi_miso;
				end else begin
					if(bit_nbr > 0) spi_sclk <= 1'b0;
					bit_nbr		 <= bit_nbr + 1;
					spi_mosi	 <= tx_buffer[7-bit_nbr];
					if(bit_nbr == 8) begin
						tx_done	 <= 1'b1;
						spi_sclk <= 1'b0;
						spi_mosi <= 1'b0;
						bit_nbr  <= 1'b0;
					end
				end
			end
		end
	end
endmodule
```
**./run.sh**
```bash
#!/bin/bash
# OpenROAD 26Q1-2900-gdf79404cd8, Yosys 0.63+post, stock flow scripts
make -C /OpenROAD-flow-scripts/flow DESIGN_CONFIG=/design/flow/config.mk WORK_HOME=/design/flow/orfs finish
```
**./config.mk**
```make
export PLATFORM = sky130hd
export DESIGN_NAME = IOSPITXInterface
export DESIGN_NICKNAME = IOSPITXInterface
export VERILOG_FILES = /design/flow/design.v
export SDC_FILE = /design/flow/constraint.sdc
export NUM_CORES = 4
export LEC_CHECK = 1
export CORE_UTILIZATION = 30
```
**./constraint.sdc**
```tcl
current_design IOSPITXInterface

set clk_period 4.3
set clk_io_pct 0.2

create_clock -name clk0 -period $clk_period [get_ports {clk_in}]

set non_clock_inputs [all_inputs -no_clocks]
set_input_delay [expr $clk_period * $clk_io_pct] -clock clk0 $non_clock_inputs
set_output_delay [expr $clk_period * $clk_io_pct] -clock clk0 [all_outputs]
```
==> ci_impl_report.md <==
## Implementation flow summary

| Metric | Value |
|---|---|
| I/O pin total | `35` |
| Yosys cell types | `46` |
| # setup viols final | `0` |
| Crit Path Class | `in2reg` |
| Cell taking the most area after synthesis | `dfxtp_1` |
| Synthesized area | `1980 um2` |
| TNS Setup | `0 ps` |
| Dominant flop cell | `dfxtp_1` |
| Diode count | `0` |
| Met2 capacity usage during global routing | `0.206` |
| Worst Path Required | `about 2400 ps` |
| Root buffer cell | `clkbuf_8` |
| Max Slew Vio Count | `0` |
| PD cells | `between 300 and 400 nW/um2` |
| Most Crowded Layer GR | `met2` |
| Share of layout cells above drive strength 1 | `0.151` |
| Leakage | `between 0.001 and 0.0015 uW` |
| Avg Inst Size Synth | `approximately 9 um2` |
| DRC | `0` |
| Yosys warns | `2` |
| RSZ-0062 raised after global routing | `false` |
| CTS tree | `yes` |
| DRT Pass-1 Iters | `7` |
| Mux cell area share | `0.0808` |
| Log Warnings | `around 40` |
| Yosys Instances | `around 220` |
| Hold buffer count at CTS | `0` |
| Dominant combinational family | `simple AND/OR/NAND/NOR gates` |
| Die x size | `~83 um` |
| Post-synth regs | `28` |
| Finished Layout Cells | `349` |
| Clk sinks | `28` |
| M3 GR Usage | `0.00908` |
| Yosys synthesis chip area | `between 1500 and 2000 um2` |
| Post-synth seq share | `0.323` |
| Worst setup SP type | `input pin` |
| Crit end category | `flip-flop` |
| Placed cell count | `around 330` |
| Worst rel slew slack | `0.558` |
| Slew @ Worst Pin | `between 600 and 700 ps` |
| Core Util at FP | `0.312` |
| Post-synth EDFFs | `8` |
| Initial DRC count | `between 90 and 100` |
| Cell count after synthesis | `224` |
| Arr. time, crit path | `~2400 ps` |
| Initial antenna violation count | `0` |
| Area growth from synthesis to layout | `35.4%` |
| Vias per cell | `~5` |
| GR Util All Layers | `0.124` |
| Top area cell types | `dfxtp_1 (20%), ha_1 (13%), edfxtp_1 (12%)` |
| Basic Gates by Area | `0.244` |
| First-pass GRT wire length | `7110 um` |
| Grt met1 use | `0.188` |
| Chip Height | `83.3 um` |
| Status | `finished, final reports clean` |
| Core Box Area | `roughly 6300 um2` |
| WL/cell | `roughly 12 um` |
| Most frequent cells in the layout | `inv_1 (24), nor2_1 (24), clkdlybuf4s50_1 (22)` |
| Vias in the first global route | `about 1600` |
| DP HPWL | `between 3000 and 4000 um` |
| CTS H-Tree Depth | `1` |
| Die ar. | `between 6000 and 7000 um2` |
| Routed via count | `1699` |
| Clk latency late pin | `about 340 ps` |
| Largest net degree at the start of global routing | `22` |
| Total wire length | `just over 4000 um` |
| Worst VDD drop | `between 200 and 250 uV` |
| Ys async rst share | `0` |
| Num CTS Buffers | `3` |
| Hold WC Path Type | `reg2reg` |
| PortBufs | `34` |
| Final setup skew | `slightly above 60 ps` |
| RD Place Congestion | `0.837` |
| Fillcell total | `slightly below 600` |
| CP Max Fanout | `6` |
| Yosys xor share | `0.0619` |
| Reg clk slew, reported paths | `roughly 40 ps` |
| Max_cap viols | `0` |
| Antenna Nets Post-Route | `0` |
| Final Hold Vio Count | `0` |
| Post-Synth AOI/OAI Area | `0.0903` |
| Max Root-Sink Buffers | `2` |
| Area leader share | `0.202` |
| Adder share | `0.133` |
| Global route total overflow | `0` |
| # rows | `29` |
## state kept, by name, summed over array words and instances, names as in the netlist
register / flops
spi_clkdiv.clken_out: 1
bit_nbr: 4
spi_sclk: 1
tx_done: 1
spi_mosi: 1
rx_buffer: 8
spi_clkdiv.clk_accumulator: 12
## path summary, 6_finish.rpt
kind / startpoint / to / slack [ps] / cells past startpoint
worst max register to register: spi_clkdiv.clken_out / rx_buffer[7] / 690 / 4
worst min-delay path: spi_clkdiv.clk_accumulator[0] / spi_clkdiv.clk_accumulator[0] / 490 / 1
worst min register to register: spi_clkdiv.clk_accumulator[0] / spi_clkdiv.clk_accumulator[0] / 490 / 1
worst max-delay path: divisor[4] / spi_clkdiv.clk_accumulator[2] / 70 / 8
## worst max-delay path, cell delays in order
cell           delay (ps)
dlygate4sd2_1         200
inv_1                  50
ha_1                  180
a21o_1                180
a21o_1                190
a211oi_4              350
o2111ai_4             210
nor2_1                140
## where the power goes
group / total (uW) / internal, uW / switching, uW
Clock: 199 / 83.8 / 115
Sequential: 371 / 309 / 61.9
Combinational: 256 / 145 / 111
## repair_timing
action,4_1_cts,5_1_grt
buffers inserted,3,0
pin swaps,24,10
setup endpoints to repair,12,12
resized,28,8
cloned,1,0
## layer usage
layer	share of wire	wire, um	vias up
met4	0.015	62	0
met3	0.031	126	6
met1	0.49	2000	770
li1	-	-	893
met2	0.47	1910	30
met5	0	0	-
## kinds of logic after synthesis
group,after synthesis
compound gates,28
xor+xnor,14
fa+ha+maj,21
buf+inv,32
flops,28
mux,12
simple gates,89
## per-stage QoR
step,hold WS [ps],total power [uW],setup WS (ps),cell area (um2),utilization
2_1_floorplan,433,518,10.1,2000,-
4_1_cts,489,828,1.75,2660,0.419
3_5_place_dp,474,594,-668,2410,0.380
6_report,491,826,69.3,2680,0.422
5_1_grt,525,916,2.19,2680,0.422
3_3_place_gp,467,590,-612,2410,0.380
## cell usage after synthesis (4+ instances only)
| library cell | n |
|---|---|
| mux2_1 | 7 |
| buf_2 | 4 |
| xnor2_1 | 9 |
| xor2_1 | 5 |
| nor2b_1 | 4 |
| clkbuf_1 | 4 |
| nor3_1 | 4 |
| nand2_1 | 11 |
| dfxtp_1 | 20 |
| nor2_1 | 26 |
| edfxtp_1 | 8 |
| a21oi_1 | 4 |
| inv_1 | 19 |
| ha_1 | 21 |
| nand3_1 | 10 |
| nand4_1 | 7 |
| o21ai_1 | 8 |
| nor3b_1 | 5 |
## cell type report
cell class                 instances  area (um2)  share of cell area
multi-input combinational        165        1380               0.514
sequential                        28         641               0.239
timing repair buffer              41         390               0.146
tap                               77        96.3              0.0359
inverter                          21        78.8              0.0294
clock inverter                    14        57.6              0.0215
clock buffer                       3        41.3              0.0154
No activity file was given, so power comes from the tool's default toggle rates.
